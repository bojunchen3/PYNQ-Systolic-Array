### design/flow/design.v
module PE #(
    parameter DATA_WIDTH = 16,
    parameter OUT_WIDTH = 16
)(
    input  wire                  clk,
    input  wire                  aresetn,
    input  wire                  load,        
    input  wire [DATA_WIDTH-1:0] matrix_in,   
    input  wire [DATA_WIDTH-1:0] top_in, 
    input  wire [OUT_WIDTH-1:0]  left_in,
    output reg  [DATA_WIDTH-1:0] down_out,  
    output reg  [OUT_WIDTH-1:0]  partial_out  
);
    reg [DATA_WIDTH-1:0] matrix_val;
    always @(posedge clk or negedge aresetn) begin
        if (!aresetn) begin
            partial_out <= 0;
            down_out    <= 0;
        end
        else begin
          partial_out <= left_in + (matrix_val * top_in);
          down_out    <= top_in;   
        end
    end
    always @(posedge clk or negedge aresetn) begin
        if (!aresetn) begin
            matrix_val  <= 0;
        end
        else begin
            if (load)
                matrix_val <= matrix_in;
        end
    end
endmodule
module SRT #(
    parameter DATA_WIDTH = 16,
    parameter OUT_WIDTH  = 16
)(
    input  wire                  aclk,
    input  wire                  aresetn,
    input  wire                  load_matrix,
    input  wire [DATA_WIDTH-1:0] a00, a01, a02, a03,
    input  wire [DATA_WIDTH-1:0] a10, a11, a12, a13,
    input  wire [DATA_WIDTH-1:0] a20, a21, a22, a23,
    input  wire [4*DATA_WIDTH-1:0] vector,
    output wire [OUT_WIDTH-1:0]  result0, result1, result2
);
    wire [DATA_WIDTH-1:0] vec_in0 = vector[DATA_WIDTH*1-1:DATA_WIDTH*0];
    wire [DATA_WIDTH-1:0] vec_in1 = vector[DATA_WIDTH*2-1:DATA_WIDTH*1];
    wire [DATA_WIDTH-1:0] vec_in2 = vector[DATA_WIDTH*3-1:DATA_WIDTH*2];
    wire [DATA_WIDTH-1:0] vec_in3 = vector[DATA_WIDTH*4-1:DATA_WIDTH*3];
    reg [DATA_WIDTH-1:0] in_01, in_02, in_03, in_12, in_13, in_23;
    reg [OUT_WIDTH-1:0] out_00, out_01, out_10;
    wire [OUT_WIDTH-1:0] temp0, temp1;
    always @(posedge aclk or negedge aresetn) begin
      if(!aresetn) begin
        in_01<=0; in_02<=0; in_03<=0; in_12<=0; in_13<=0; in_23<=0;
      end
      else begin
        in_01 <= vec_in1;
        in_12 <= vec_in2;
        in_02 <= in_12;
        in_23 <= vec_in3;
        in_13 <= in_23;
        in_03 <= in_13;
      end
    end
    always @(posedge aclk or negedge aresetn) begin
      if(!aresetn) begin
        out_00<=0; out_01<=0; out_10<=0;
      end
      else begin
        out_00 <= temp0;
        out_01 <= out_00; 
        out_10 <= temp1;
      end
    end
    assign result0 = out_01;
    assign result1 = out_10;
    SystolicArray #(.DATA_WIDTH(DATA_WIDTH), .OUT_WIDTH(OUT_WIDTH)) sa3x4 (
        .clk        (aclk),
        .aresetn      (aresetn),
        .load_matrix(load_matrix),
        .a00(a00), .a01(a01), .a02(a02), .a03(a03),
        .a10(a10), .a11(a11), .a12(a12), .a13(a13),
        .a20(a20), .a21(a21), .a22(a22), .a23(a23),
        .vec_in0(vec_in0), .vec_in1(in_01), .vec_in2(in_02), .vec_in3(in_03),
        .result0(temp0), .result1(temp1), .result2(result2)
    );
endmodule
module SystolicArray #(
    parameter DATA_WIDTH = 16,
    parameter OUT_WIDTH  = 16
)(
    input  wire                  clk,
    input  wire                  aresetn,
    input  wire                  load_matrix,
    input  wire [DATA_WIDTH-1:0] a00, a01, a02, a03,
    input  wire [DATA_WIDTH-1:0] a10, a11, a12, a13,
    input  wire [DATA_WIDTH-1:0] a20, a21, a22, a23,
    input  wire [DATA_WIDTH-1:0] vec_in0,   
    input  wire [DATA_WIDTH-1:0] vec_in1,   
    input  wire [DATA_WIDTH-1:0] vec_in2,   
    input  wire [DATA_WIDTH-1:0] vec_in3,   
    output wire [OUT_WIDTH-1:0]  result0, result1, result2
);
    wire [DATA_WIDTH-1:0] mat_val [0:2][0:3];
    assign mat_val[0][0]=a00; assign mat_val[0][1]=a01; assign mat_val[0][2]=a02; assign mat_val[0][3]=a03;
    assign mat_val[1][0]=a10; assign mat_val[1][1]=a11; assign mat_val[1][2]=a12; assign mat_val[1][3]=a13;
    assign mat_val[2][0]=a20; assign mat_val[2][1]=a21; assign mat_val[2][2]=a22; assign mat_val[2][3]=a23;
    wire [OUT_WIDTH-1:0]  partial  [0:2][0:3];
    wire [DATA_WIDTH-1:0] down_val [0:2][0:3];
    wire [DATA_WIDTH-1:0] top_in_sig  [0:2][0:3];
    wire [OUT_WIDTH-1:0]  left_in_sig [0:2][0:3];
    genvar i, j;
    generate
        assign top_in_sig[0][0] = vec_in0;
        assign top_in_sig[0][1] = vec_in1;
        assign top_in_sig[0][2] = vec_in2;
        assign top_in_sig[0][3] = vec_in3;
        for (i = 1; i < 3; i = i + 1) begin : DOWN_FEED
            for (j = 0; j < 4; j = j + 1) begin : DOWN_FEED_COL
                assign top_in_sig[i][j] = down_val[i-1][j];
            end
        end
        for (i = 0; i < 3; i = i + 1) begin : LEFT_BOUNDARY
            assign left_in_sig[i][0] = {OUT_WIDTH{1'b0}};
        end
        for (i = 0; i < 3; i = i + 1) begin : RIGHT_FEED_ROW
            for (j = 1; j < 4; j = j + 1) begin : RIGHT_FEED
                assign left_in_sig[i][j] = partial[i][j-1];
            end
        end
        for (i = 0; i < 3; i = i + 1) begin : ROW
            for (j = 0; j < 4; j = j + 1) begin : COL
                PE #(.DATA_WIDTH(DATA_WIDTH), .OUT_WIDTH(OUT_WIDTH)) pe_inst (
                    .clk        (clk),
                    .aresetn    (aresetn),
                    .load       (load_matrix),
                    .matrix_in  (mat_val[i][j]),
                    .top_in     (top_in_sig[i][j]),
                    .left_in    (left_in_sig[i][j]),
                    .down_out   (down_val[i][j]),
                    .partial_out(partial[i][j])
                );
            end
        end
    endgenerate
    assign result0 = partial[0][3];
    assign result1 = partial[1][3];
    assign result2 = partial[2][3];
endmodule
module process #(
    parameter integer DATA_WIDTH = 16,
    parameter integer OUT_WIDTH  = 16,
    parameter integer LANES      = 4,
    parameter integer PIPE_LAT   = 6
)(
    input  wire                          aclk,
    input  wire                          aresetn,
    input  wire [LANES*DATA_WIDTH-1:0]   s_tdata,
    input  wire                          s_tvalid,
    output wire                          s_tready,
    input  wire                          s_tlast,
    output wire [LANES*OUT_WIDTH-1:0]    m_tdata,
    output wire                          m_tvalid,
    output wire                          m_tlast
);
    wire [DATA_WIDTH-1:0] lane0 = s_tdata[DATA_WIDTH*1-1:DATA_WIDTH*0];
    wire [DATA_WIDTH-1:0] lane1 = s_tdata[DATA_WIDTH*2-1:DATA_WIDTH*1];
    wire [DATA_WIDTH-1:0] lane2 = s_tdata[DATA_WIDTH*3-1:DATA_WIDTH*2];
    wire [DATA_WIDTH-1:0] lane3 = s_tdata[DATA_WIDTH*4-1:DATA_WIDTH*3];
    assign s_tready = 1'b1;
    wire   s_hand        = s_tvalid & s_tready;
    localparam [1:0] ST_IDLE   = 2'b00;
    localparam [1:0] ST_LOAD   = 2'b01;
    localparam [1:0] ST_STREAM = 2'b10;
    reg [1:0] state, next_state;
    reg [DATA_WIDTH-1:0] mat [0:11];
    reg [3:0]            mat_idx, next_mat_idx;
    reg                  ip_load_matrix;
    reg [PIPE_LAT-1:0] vld_sr;
    reg [PIPE_LAT-1:0] lst_sr;
    always @* begin
        next_state = state;
        case (state)
            ST_IDLE: begin
                if (s_hand) next_state = ST_LOAD;
            end
            ST_LOAD: begin
                if ((mat_idx == 4'd8) && s_hand)
                    next_state = ST_STREAM;
                else
                    next_state = ST_LOAD;
            end
            ST_STREAM: begin
                if (m_tlast)
                    next_state = ST_IDLE;
            end
            default: next_state = ST_IDLE;
        endcase
    end
    always @* begin
        if (next_state == ST_IDLE)
            next_mat_idx = 4'd0;
        else if (next_state == ST_LOAD && s_hand) begin
            if (mat_idx <= 4'd12)
                next_mat_idx = mat_idx + 4'd4;
        end
    end
    integer i;
    always @(posedge aclk or negedge aresetn) begin
        if (!aresetn) begin
            state     <= ST_IDLE;
            mat_idx   <= 4'd0;
            vld_sr    <= {PIPE_LAT{1'b0}};
            lst_sr    <= {PIPE_LAT{1'b0}};
        end else begin
            state   <= next_state;
            mat_idx <= next_mat_idx;
            if (state == ST_STREAM) begin
                vld_sr <= {vld_sr[PIPE_LAT-2:0], s_hand};
                lst_sr <= {lst_sr[PIPE_LAT-2:0], (s_hand & s_tlast)};
            end else begin
                vld_sr <= {PIPE_LAT{1'b0}};
                lst_sr <= {PIPE_LAT{1'b0}};
            end
        end
    end
    always @(negedge aclk or negedge aresetn) begin
        if (!aresetn)
            for (i=0; i<12; i=i+1) mat[i] <= {DATA_WIDTH{1'b0}};
        else begin
            if (ip_load_matrix) begin
                if (mat_idx <= 4'd8) begin
                    mat[mat_idx+0] <= lane0;
                    mat[mat_idx+1] <= lane1;
                    mat[mat_idx+2] <= lane2;
                    mat[mat_idx+3] <= lane3;
                end
            end
        end
    end
    wire [DATA_WIDTH-1:0]  a00,a01,a02,a03,
                           a10,a11,a12,a13,
                           a20,a21,a22,a23;
    assign a00 = mat[ 0]; assign a01 = mat[ 1]; assign a02 = mat[ 2]; assign a03 = mat[ 3];
    assign a10 = mat[ 4]; assign a11 = mat[ 5]; assign a12 = mat[ 6]; assign a13 = mat[ 7];
    assign a20 = mat[ 8]; assign a21 = mat[ 9]; assign a22 = mat[10]; assign a23 = mat[11];
    wire [LANES*DATA_WIDTH-1:0] ip_vector =
        (state == ST_STREAM) ? s_tdata : {LANES*DATA_WIDTH{1'b0}};
    always @(*) begin
      if (!aresetn)
        ip_load_matrix = 0;
      else begin
        if (state == ST_STREAM)
          ip_load_matrix = 0;
        else if (s_hand)
          ip_load_matrix = 1;
        else
          ip_load_matrix = 0;
      end    
    end
    wire [OUT_WIDTH-1:0] result0, result1, result2;
    SRT #(
        .DATA_WIDTH (DATA_WIDTH),
        .OUT_WIDTH  (OUT_WIDTH)
    ) srt (
        .aclk        (aclk),
        .aresetn     (aresetn),
        .load_matrix (ip_load_matrix),
        .a00(a00), .a01(a01), .a02(a02), .a03(a03),
        .a10(a10), .a11(a11), .a12(a12), .a13(a13),
        .a20(a20), .a21(a21), .a22(a22), .a23(a23),
        .vector      (ip_vector),
        .result0     (result0),
        .result1     (result1),
        .result2     (result2)
    );
    assign m_tdata  = {result2, result1, result0};
    assign m_tvalid = vld_sr[PIPE_LAT-1];
    assign m_tlast  = lst_sr[PIPE_LAT-1];
endmodule
module top #(
    parameter integer C_S00_AXIS_TDATA_WIDTH = 64,
    parameter integer C_M00_AXIS_TDATA_WIDTH = 64
)(
    input  wire                                 s00_axis_aclk,     
    input  wire                                 s00_axis_aresetn,  
    output wire                                 s00_axis_tready,
    input  wire [C_S00_AXIS_TDATA_WIDTH-1:0]    s00_axis_tdata,
    input  wire                                 s00_axis_tlast,
    input  wire                                 s00_axis_tvalid,
    input  wire                                 m00_axis_aclk,
    input  wire                                 m00_axis_aresetn,
    output wire                                 m00_axis_tvalid,
    output wire [C_M00_AXIS_TDATA_WIDTH-1:0]    m00_axis_tdata,
    output wire                                 m00_axis_tlast
);
    wire aclk    = s00_axis_aclk;
    wire aresetn = s00_axis_aresetn;
    process proc (
        .aclk     (aclk),
        .aresetn  (aresetn),
        .s_tdata  (s00_axis_tdata),
        .s_tlast  (s00_axis_tlast),
        .s_tvalid (s00_axis_tvalid),
        .s_tready (s00_axis_tready),
        .m_tdata  (m00_axis_tdata),
        .m_tlast  (m00_axis_tlast),
        .m_tvalid (m00_axis_tvalid)
    );
endmodule
### design/flow/run.sh
#!/bin/bash
# OpenROAD 26Q1-2900-gdf79404cd8, Yosys 0.63+post, stock flow scripts
make -C /OpenROAD-flow-scripts/flow DESIGN_CONFIG=/design/flow/config.mk WORK_HOME=/design/flow/orfs finish
### design/flow/config.mk
export PLATFORM = sky130hd
export DESIGN_NAME = top
export DESIGN_NICKNAME = top
export VERILOG_FILES = /design/flow/design.v
export SDC_FILE = /design/flow/constraint.sdc
export NUM_CORES = 4
export LEC_CHECK = 1
export CORE_UTILIZATION = 50
### design/flow/constraint.sdc
current_design top

set clk_period 18.3
set clk_io_pct 0.2

create_clock -name clk0 -period $clk_period [get_ports {s00_axis_aclk}]

set non_clock_inputs [all_inputs -no_clocks]
set_input_delay [expr $clk_period * $clk_io_pct] -clock clk0 $non_clock_inputs
set_output_delay [expr $clk_period * $clk_io_pct] -clock clk0 [all_outputs]
==> out/results.tsv <==
metric	value	unit
Setup crit start kind	input port	
core area	167000	um^2
Crit. End Element	flip-flop	
Top cell excl fill/tap	inv_1	
register area	21800	um^2
logic area	54100	um^2
RSZ-0062 raised after global routing	no	
# Cells Yosys	8822	
global-route wire length before repair	343000	um
Site Rows	150	
slowest CP cell	a21o_1	
Bufs on Longest Clock Path	3	
CTS clk-pin slew, worst paths	60	ps
vias in the first global route	59400	
final non-filler cell total	11000	
tool warnings	40	
yosys warns	5	
Slew @ Worst Pin	920	ps
yosys stat area	84300	um^2
Critical Path Max Stage Delay	750	ps
DIE HEIGHT	413	um
CTS tree	yes	
Cells after DPL	10800	
Chip Area	170000	um^2
CP Data Arrival Time	6010	ps
WL per Instance	19.7	um
Top Layout Cells	1758 x inv_1, 1111 x nand2_1, 1086 x fa_1	
htree depth	3	
setup bufs post-CTS	0	
Synth Register Bits	871	
Yosys cell types	66	
crit-path cells	clkdlybuf4s50_1, nand3b_1, a21o_1, a21o_1, o21ai_0	
crit-path leading delay family	AND-OR/OR-AND gates	
DRC errors left	0	
vias after detailed routing	57700	
vias per cell	5.23	
final setup TNS	0	ps
post-route ant nets	0	
final cell utilization of the core	54.5	%
share of post-route cells with drive strength above 1	6.35	%
most frequent CP cell	a21o_1	
max-slew violations	0	
endpoints left unconstrained	8	
drt pass-1 iters	6	
I/O Buffers	117	
Fin Hold WS	323	ps
# IOs	137	
GR Overflow Total	0	
clock skew	91.1	ps
Commonest flop	dfrtp_1	
Synth Area per Inst	9.55	um^2
clock latency on the worst-skew pair	750	ps
PostCTS Resize Cnt	0	
dpl hpwl	159000	um
max cap viols	0	
CP Buf/Inv Count	1	
fp util	50.4	%
GP Congestion	0.940	
register pins left without a clock	4	
DRT iter0 DRCs	3413	
FILL cells	14600	
drt total wl	217000	um
Cells after Synth	8822	
Slew HR	38.7	%
post-synthesis cell area	84300	um^2
Data required, critical path	9630	ps
initial antenna violation count	4	
Crit Path Max Fanout	32	
largest net degree at the start of global routing	118	
HP Class	flip-flop to flip-flop	
GRT Overall Usage	28.3	%
outcome	complete, no violations	
die width	413	um
final setup vio count	0	
Post-synth ARST share	99.5	%
cts bufs inserted	101	
final hold viol count	0	
clk root buf	clkbuf_16	
P&R area growth vs syn	8.07	%
critical path class	input port to flip-flop	
number of enable flip-flop cells	0	
# hold bufs at CTS	0	
-- worst reg2reg max path, cell delays in order (launching register included) --
cell,delay (ps)
dfrtp_1,660
ha_1,620
nor3_2,170
nor2_1,390
nor3_2,80
buf_4,250
a21oi_1,160
a21o_1,730
o21ai_0,230
-- state kept, by name (all words and copies together), names as in the netlist, 16 cells and up --
register / cells
proc.mat: 192
proc.srt.sa3x4.ROW.COL.pe_inst.matrix_val: 192
proc.srt.sa3x4.ROW.COL.pe_inst.partial_out: 192
proc.srt.sa3x4.ROW.COL.pe_inst.down_out: 128
proc.srt.in_01: 16
proc.srt.in_02: 16
proc.srt.in_03: 16
proc.srt.in_12: 16
proc.srt.in_13: 16
proc.srt.in_23: 16
proc.srt.out_00: 16
proc.srt.out_01: 16
proc.srt.out_10: 16
-- per-layer routing --
metal,global-route usage (%),part of all wire [%]
met1,42.0,42
met2,40.7,44
met3,11.2,11
met4,7.27,3.6
met5,1.78,0.22
-- Yosys cell counts (all sizes together) (193+ instances only) --
library cell / instances / area, um^2
a21oi: 360 / 1810
clkbuf: 391 / 1470
a211oi: 198 / 1490
nand2: 1114 / 4190
mux2i: 193 / 1930
nor2: 339 / 1310
xnor2: 387 / 3410
inv: 1760 / 6610
fa: 1086 / 21700
ha: 621 / 7770
dfrtp: 674 / 16900
and2: 660 / 4130
-- metrics by stage --
stage	area [um^2]	setup slack, ps
final	91100	3620
after global routing	91100	3190
after CTS	91000	3480
after detailed placement	87500	2750
after global placement	87500	2770
after floorplan	84300	4000
-- kinds of logic (layout without fill, tap and decap cells) --
kind of cell / after synthesis / after routing / share of synthesized area (%)
adder cells (fa/ha/maj): 1707 / 1707 / 35.0
flip-flops: 867 / 867 / 25.7
AND-OR/OR-AND: 863 / 863 / 6.26
other: 2 / 20 / 0.00891
buffers and inverters: 2219 / 2215 / 10.1
multiplexers: 385 / 385 / 4.86
latches: 4 / 4 / 0.0713
XOR/XNOR: 497 / 497 / 5.23
AND/OR/NAND/NOR: 2278 / 2278 / 12.7
-- worst paths after layout --
kind	cells past startpoint	to	startpoint	slack [ps]
max in group asynchronous	5	proc.mat[2][10]$_DFFE_NN0P_	s00_axis_aresetn	3660
min in group asynchronous	1	proc.srt.sa3x4.ROW[0].COL[1].pe_inst.down_out[2]$_DFF_PN0_	s00_axis_aresetn	2810
worst max-delay path	5	proc.mat[6][7]$_DFFE_NN0P_	s00_axis_tvalid	3620
worst min-delay path	0	proc.srt.in_02[12]$_DFF_PN0_	proc.srt.in_12[12]$_DFF_PN0_	320
worst min register to register	0	proc.srt.in_02[12]$_DFF_PN0_	proc.srt.in_12[12]$_DFF_PN0_	320
worst max register to register	8	proc.mat[6][7]$_DFFE_NN0P_	proc.mat_idx[1]$_DFF_PN0_	5590
-- layout make-up --
class	instances	share of cell area (%)
Clock inverter	54	0.710
Timing Repair Buffer	264	2.54
Sequential cell	871	23.9
Tap cell	2204	3.03
Multi-Input combinational cell	5747	59.4
Antenna cell	3	0.00824
Inverter	1760	7.26
Clock buffer	137	3.16
